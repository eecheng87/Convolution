[flow/design.v]
module conv(
    input rst,
    input clk, 
    output reg M0_R_req, 
    output reg [31:0]M0_addr, 
    input [31:0]M0_R_data, 
    output reg [3:0]M0_W_req, 
    output reg [31:0]M0_W_data,
    output reg M1_R_req, 
    output reg [31:0]M1_addr, 
    input [31:0]M1_R_data, 
    output reg [3:0]M1_W_req, 
    output reg [31:0]M1_W_data,
    input start,
    output reg finish
);
    reg [31:0]window[8:0];
    reg [31:0]weight[8:0];
    reg [31:0]bias;
    reg [3:0]state;
    reg [4:0]weight_index;
    reg [5:0]window_index;
    reg [2:0]array_index;
    reg [9:0]window_head;
    reg [2:0]move_state;
    reg [2:0]cal_state;
    reg [63:0]product[8:0];
    reg [31:0]ans;
    reg [9:0]write_back_index;
    reg stall;
    reg send;
    integer i;
    initial begin
        state = 0;
    end
    always@(posedge clk)begin
        if(start==1&&state==0)begin
            state <= 1;
            array_index <= 0;
            window_index <= 0;
            weight_index <= 0;
            window_head <= 0;
            move_state <= 0;
            cal_state <= 0;
            write_back_index <= 0;
            send <= 1;
            stall <= 1;
        end 
        if(state==1&&start==0)begin
            if(weight_index>=10)begin
                state <= 2;
                send <= 1;
            end else if(send)begin
                M0_R_req <= 1;
                M0_W_req <= 0;
                M0_addr <= (784+weight_index)*4;
                send <= 0;
            end else begin
                M0_R_req <= 0;
                M0_W_req <= 0;
                weight_index <= weight_index + 1;
                weight[weight_index-1] <= M0_R_data;
                send <= 1;
            end
        end else if(state==2)begin
            if(send)begin
                M0_R_req <= 1;
                M0_W_req <= 0;
                M0_addr <= 793*4;
                send <= 0;
            end else begin
                bias <= M0_R_data;
                send <= 1;
                state <= 3;
            end
        end else if(state==3)begin
            if(window_index>=58)begin
                send <= 1;
                state <= 4;
                window_index <= 0;
            end else if(send)begin
                M0_R_req <= 1;
                M0_W_req <= 0;
                M0_addr <= window_index*4;
                send <= 0;
            end else begin
                if(stall)begin
                    stall <= 0;
                end else begin
                if(window_index==1)begin
                    window_index <= 28;
                    array_index <= 3;
                end else if(window_index==29)begin
                    window_index <= 56;
                    array_index <= 6;
                end else begin
                    window_index <= window_index + 1;
                    array_index <= array_index + 1;
                end
                M0_R_req <= 0;
                window[array_index] = M0_R_data;
                send <= 1;
                stall <= 1;
                end
            end
        end else if(state==4)begin
            if(send==1)begin
                if(move_state==0)begin
                    M0_addr <= (window_head+2)*4;
                end else if(move_state==1)begin
                    M0_addr <= (window_head+30)*4;
                end else begin
                    M0_addr <= (window_head+58)*4;
                end               
                M0_R_req <= 1;
                M0_W_req <= 0;
                send <= 0;
            end else begin 
                if(stall)begin
                    stall <= 0;
                end else begin
                if(move_state==0)begin
                    window[2] <= M0_R_data;
                    move_state <= move_state + 1;
                end else if(move_state==1)begin
                    window[5] <= M0_R_data;
                    move_state <= move_state + 1;
                end else begin
                    window[8] <= M0_R_data;
                    move_state <= 0;
                    state <= 5;
                end
                send <= 1;
                stall <= 1;
                end
            end
        end else if(state==5)begin
            if(cal_state==0)begin
                for(i=0; i<9; i=i+1)begin
                    product[i] <= $signed(window[i])*$signed(weight[i]);
                end
                cal_state <= 1;
            end else if(cal_state==1)begin
                for(i=0; i<9; i=i+1)begin
                    product[i][31:0] <= (product[i][15:0]>=16'h8000)?product[i][47:16]+1:product[i][47:16];
                end
                cal_state <= 2;
            end else begin
                ans <= $signed(product[0][31:0])+$signed(product[1][31:0])+
                        $signed(product[2][31:0])+$signed(product[3][31:0])+
                        $signed(product[4][31:0])+$signed(product[5][31:0])+
                        $signed(product[6][31:0])+$signed(product[7][31:0])+
                        $signed(product[8][31:0])+bias;
                cal_state <= 0;
                state <= 6;
            end
        end else if(state==6)begin
            M1_R_req <= 1;
            M1_W_req <= 4'b1111;
            M1_addr <= write_back_index*4;
            M1_W_data <= ans;
            state <= 7;
            write_back_index <= write_back_index + 1;
        end else if(state==7)begin
            if(write_back_index>=676)begin
                finish <= 1;
            end else begin
                window[0] <= window[1];
                window[1] <= window[2];
                window[3] <= window[4];
                window[4] <= window[5];
                window[6] <= window[7];
                window[7] <= window[8];
                if(window_head%28>=25)begin
                    window_head <= window_head + 3;
                    state <= 8;
                end else begin 
                    window_head <= window_head + 1;
                    state <= 4;
                end
            end
        end else if(state==8)begin
            if(window_index>=8)begin
                state <= 4;
                window_index <= 0;
            end else begin
                if(send)begin
                    M0_R_req <= 1;
                    M0_W_req <= 0;
                    M0_addr <= (window_head+window_index)*4;
                    send <= 0;
                end else begin
                    if(stall)begin
                        stall <= 0;
                    end else begin
                    if(window_index==1)begin
                        window_index <= 28;
                    end else if(window_index==29)begin
                        window_index <= 56;
                    end else begin
                        window_index <= window_index + 1;
                    end
                    window[window_index] <= M0_R_data;
                    send <= 1;
                    stall <= 1;
                    end
                end
            end
        end
    end
endmodule
[flow/run.sh]
#!/bin/bash
# OpenROAD 26Q1-2900-gdf79404cd8, Yosys 0.63+post, stock flow scripts
make -C /OpenROAD-flow-scripts/flow DESIGN_CONFIG=/design/flow/config.mk WORK_HOME=/design/flow/orfs finish
[flow/config.mk]
export PLATFORM = sky130hd
export DESIGN_NAME = conv
export DESIGN_NICKNAME = conv
export VERILOG_FILES = /design/flow/design.v
export SDC_FILE = /design/flow/constraint.sdc
export NUM_CORES = 4
export LEC_CHECK = 1
export CORE_UTILIZATION = 30
[flow/constraint.sdc]
current_design conv

set clk_period 23.4
set clk_io_pct 0.2

create_clock -name clk0 -period $clk_period [get_ports {clk}]

set non_clock_inputs [all_inputs -no_clocks]
set_input_delay [expr $clk_period * $clk_io_pct] -clock clk0 $non_clock_inputs
set_output_delay [expr $clk_period * $clk_io_pct] -clock clk0 [all_outputs]
==> flow_metrics.env <==
# source this file to load flow results
export IMPL_outcome="completed"
export IMPL_slew_violations=0
export IMPL_cp_num_cells=27
export IMPL_cp_startpoint="window[4][9]"
export IMPL_path_buffers=7
export IMPL_regToRegStartpoint="window[4][9]"
export IMPL_vias_per_cell=4.632
export IMPL_area_growth_pct=7.393
export IMPL_cpLargestDelayFamily="adder cells"
export IMPL_simple_gate_area_share_pct=14.19
export IMPL_end_kind="flip-flop"
export IMPL_grt_max_degree=102
export IMPL_fin_crit_ns=9.233
export IMPL_finalCritPeriodShare_pct=39.46
export IMPL_grt_overflow=0
export IMPL_fp_util_pct=30.13
export IMPL_xor_area_share_pct=2.975
export IMPL_finalSetupTns_ns=0
export IMPL_critPathSlowestCell="a2111oi_0"
export IMPL_rsz0062_at_grt="false"
export IMPL_cap_violations=0
export IMPL_fp_dieH_um=1026
export IMPL_rrSetupSlack_ns=14.17
export IMPL_htreeDepth=4
export IMPL_hpwl_um=777500
export IMPL_drt_iter0_drc=10632
export IMPL_synth_cells=33864
export IMPL_cts_tree="done"
export IMPL_cp_endpoint="product[4][46]"
export IMPL_synth_distinct_cells=103
export IMPL_grt_pass1_vias=241873
export IMPL_ff_type="edfxtp_1"
export IMPL_synth_top_area_share_pct=49.64
export IMPL_fmax_mhz=108.3
export IMPL_cts_inserted_buffers=153
export IMPL_reg2regPathDepth=27
export IMPL_via_count=219764
export IMPL_clockBufferDepth=4
export IMPL_logic_family="adder cells"
export IMPL_crit_top_cell="fa_1"
export IMPL_yosys_warnings=35
export IMPL_num_rows=375
export IMPL_yosysTopAreaCell="fa_1"
export IMPL_synthArstFlopShare_pct=0
export IMPL_top_cells_by_area="fa_1, edfxtp_1, inv_1, nand2_1, ha_1"
export IMPL_slew_headroom_pct=22.65
export IMPL_post_cts_resize_count=0
export IMPL_ys_flops=1176
export IMPL_syn_area_um2=314400
export IMPL_synth_seq_share_pct=11.09
export IMPL_cp_required_ns=24.05
export IMPL_dp_cells=46951
export IMPL_finalSetupViolCount=0
export IMPL_min_path_type="flip-flop to flip-flop"
export IMPL_startpoint_type="flip-flop"
export IMPL_wl_um=980800
export IMPL_path_clk_slew_ns=0.06
export IMPL_ys_area_um2=314400
export IMPL_first_pass_iters=6
export IMPL_ys_sh_adder_pct=55.94
export IMPL_layout_drive_gt1_share_pct=3.525
export IMPL_setup_worst_path_class="flip-flop to flip-flop"
export IMPL_drc=0
export IMPL_most_common_cell="inv_1"
export IMPL_tightest_slew_ns=1.157
export IMPL_gp_congestion=1.025
export IMPL_clk_latency_ns=0.91
export IMPL_cts_sinks=1176
export IMPL_finClkSkew_ns=0.06250
export IMPL_antenna_found_initial=106
export IMPL_slowest_delay_ns=0.67
export IMPL_wire_per_inst_um=20.67
export IMPL_hold_violations=0
export IMPL_post_cts_setup_buffers=0
export IMPL_synth_area_mux_share_pct=0.07482
export IMPL_die_area_um2=1052000
export IMPL_io_buffers=91
export IMPL_edf_count=1130
export IMPL_syn_avg_cell_area_um2=9.284
export IMPL_ios=206
export IMPL_cts_root_buffer="clkbuf_16"
export IMPL_die_w_um=1026
export IMPL_grt_pass1_wl_um=1518000
export IMPL_worst_path_max_fanout=30
export IMPL_grtUsageTotal_pct=20.39
export IMPL_fin_cells=47443
export IMPL_fp_coreArea_um2=1044000
export IMPL_yosysCellCount=33864
export IMPL_drtAntennaViolNets=0
export IMPL_synthTopCellsByCount="inv_1, fa_1, nand2_1, and2_1, clkbuf_1"
export IMPL_warnings=83
export IMPL_ys_sh_aoi_pct=3.217
export IMPL_r2r_end="product[4][46]"
export IMPL_cts_hold_repair_buffers=0
export IMPL_critPathArrivalTime_ns=9.88
## sequential cells by signal, summed over array words and instances (netlist names), 11 cells and up
register,cells
M1_W_data,32
M0_addr,11
product,432
bias,32
window,288
weight,288
ans,32
## per-stage QoR
stage,cell area [µm²],util [%],hold WS [ns],worst slack (ns)
after CTS,337100,32.30,0.4215,14.34
after global placement,332000,31.82,0.4044,14.35
after floorplan,314700,-,0.4003,1.832
after detailed placement,332000,31.82,0.4075,14.39
after global routing,337300,32.33,0.4258,13.91
final,337600,32.35,0.4184,14.17
## worst min-delay path by stage
stage	start	end	slack, ns	cells past startpoint
final	ans[31]	M1_W_data[31]	0.42	0
after global routing	ans[5]	M1_W_data[5]	0.43	0
after CTS	ans[31]	M1_W_data[31]	0.42	0
## cell usage in the layout, fill, tap and decap left out, types with 19 or more instances in the layout
cell type           n
a21oi_1           484
and3_1            102
a31oi_1            43
clkbuf_16         156
nor2_1            392
xor2_1            339
dfxtp_1            45
edfxtp_1         1130
a211oi_1           52
xnor2_1           725
nor2b_1            55
mux2i_1            19
and4_1             27
clkinv_1           22
nand2b_1          183
nand3_1           198
o21a_1             80
conb_1             81
or3_1              37
nand2_1          7204
o211ai_1           38
nor4_1             24
o21ai_0           363
o21ai_1            71
nand4_1            88
diode_2           217
clkdlybuf4s50_1    59
ha_1             1581
fa_1             7796
and2_1           1723
buf_4             818
inv_1            8560
a21o_1            171
o21bai_1           56
o31ai_1            26
nor3_1            100
## cell families after synthesis
logic type,count (synthesis)
buffers and inverters,10396
AND/OR/NAND/NOR,10213
adder cells (fa/ha/maj),9377
AND-OR/OR-AND,1609
flip-flops,1176
XOR/XNOR,1068
multiplexers,23
other,2
## final cells by class
type,count,area [µm²]
antenna,217,543.0
clock buffer,168,3949
tap,13949,17450
sequential,1176,34860
inverter,8561,32140
clock inverter,107,1124
timing repair buffer,894,6847
multi-input combinational,22371,240700
fill,104930,705900
## metal layers
layer	track usage [%]	vias to the layer above	wire, µm
met4	6.428	109	39120
met3	15.03	1550	167100
li1	-	96039	-
met2	28.81	10849	423600
met5	1.942	-	2902
met1	24.47	111217	348000
